[run.sh]
#!/bin/bash
# OpenROAD 26Q1-2900-gdf79404cd8, Yosys 0.63+post, stock flow scripts
make -C /OpenROAD-flow-scripts/flow DESIGN_CONFIG=/design/flow/config.mk WORK_HOME=/design/flow/orfs finish
[config.mk]
export PLATFORM = sky130hd
export DESIGN_NAME = apb_converter
export DESIGN_NICKNAME = apb_converter
export VERILOG_FILES = /design/flow/design.v
export SDC_FILE = /design/flow/constraint.sdc
export NUM_CORES = 4
export LEC_CHECK = 1
export CORE_AREA = 10 10 108 108
export DIE_AREA = 0 0 118 118
[constraint.sdc]
current_design apb_converter

set clk_period 3.6
set clk_io_pct 0.2

create_clock -name clk0 -period $clk_period [get_ports {pclk}]

set non_clock_inputs [all_inputs -no_clocks]
set_input_delay [expr $clk_period * $clk_io_pct] -clock clk0 $non_clock_inputs
set_output_delay [expr $clk_period * $clk_io_pct] -clock clk0 [all_outputs]
[design.v]
module apb_converter(
    input pclk,
    input presetn,
    input [7:0]write_addr,
    input [7:0]write_data,
    input write_req,
    output reg [7:0]pwdata,
    input pready,
    input read_req,
    input [7:0]read_addr,
    output reg [7:0]read_data,
    input  [7:0]prdata,
    output reg write_ack,
    output reg read_ack,
    output reg pwrite,
    output reg psel,
    output reg penable,
    output reg[7:0]paddr,
    output reg [1:0]stage
);
localparam IDLE = 2'b00;
localparam SETUP = 2'b01;
localparam ACCESS = 2'b10;
localparam WAIT = 2'b11;
always @(posedge pclk or negedge presetn) begin
    if(!presetn) begin
        stage <= IDLE;
        read_data <= 8'h00;
        write_ack <= 1'b0;
        read_ack <= 1'b0;
        pwrite <= 1'b0;
        psel <= 1'b0;
        penable <= 1'b0;
        pwdata <= 8'h00;
        paddr <= 8'h00;
    end
    else begin
        case(stage)
            IDLE:begin
                penable <= 0;
                if(write_req || read_req) begin
                    stage <= SETUP;
                end
                else begin
                stage <= IDLE; end
            end
            SETUP:begin
                psel <= 1;
                if(write_req) begin
                    pwdata <= write_data;
                    pwrite <= 1'b1;
                    paddr <= write_addr;
                    stage <= ACCESS;
                end
                else if (read_req) begin
                    pwrite <= 0;
                    paddr <= read_addr;
                    stage <= ACCESS;
                end
            end
            ACCESS:begin
                penable <= 1;
                if(pready) begin
                    if(write_req) begin
                    write_ack <= 1'b1;
                    psel <= 0;
                    penable <= 0;
                    pwrite <= 0;
                    stage <= WAIT;
                    end
                    else if(read_req) begin
                    read_ack <= 1'b1;
                    read_data <= prdata;
                    psel <= 0;
                    penable <=0;
                    stage <= WAIT;
                    end
                end
                else begin
                    stage <= ACCESS;
                end
            end
            WAIT: begin
                read_ack <= 1'b0;
                write_ack <= 1'b0;
                stage <= IDLE;
            end
      endcase
end
end
endmodule
==> impl_metrics.py <==
# Synthesis and PnR figures
metrics = {
    "floorplan": {
        "die-area_um2": 13900,
        "ioPinCount": 68,
        "die_h_um": 118,
        "core_um2": 9280,
        "die_w_um": 118,
        "initCoreUtil_pct": 16.0,
        "rows": 35,
    },
    "sta": {
        "hold_viol_final": 0,
        "holdWs_ps": 492,
        "clock_skew_ps": 6.66,
        "layout_min_cycle_time_ps": 2330,
        "worst_pin_slew_ps": 822,
        "fin_setup_tns_ps": 0,
        "drv_slew": 0,
        "max-slew-margin-rel_pct": 45.2,
        "fmax_mhz": 429,
        "fin_crit_sh_pct": 64.8,
        "setup_viol": 0,
        "grt_setup_unrepaired": "false",
    },
    "grt": {
        "grtUsageTotal_pct": 6.39,
        "grt_overflow_total": 0,
        "grt_pass1_vias": 1359,
        "grt_pass1_wl_um": 7380,
        "grt_max_degree": 32,
        "grt_antenna_before_repair": 0,
    },
    "routing": {
        "drtAntennaViolNets": 0,
        "drtIter0Drc": 14,
        "drc": 0,
        "finalWirelength_um": 4420,
        "firstDrtPassIters": 4,
        "vias": 1218,
        "antenna_cells": 0,
        "wire_per_inst_um": 13.7,
        "vias_per_cell": 3.78,
    },
    "logic_synthesis": {
        "synthTopCellsByArea": "dfrtp_1 52%, mux2_2 11%, ha_1 4.2%",
        "syn_inst": 124,
        "synth_top_area_share_pct": 52.1,
        "mux_share_pct": 13.1,
        "syn_avg_cell_area_um2": 12.0,
        "ys_warn_count": 1,
        "netlist_logic_family_top": "AND-OR/OR-AND gates",
        "synth-main-ff-cell": "dfrtp_1",
        "largest_area_cell": "dfrtp_1",
        "syn-cell-area_um2": 1490,
        "synth_seq_share_pct": 52.1,
        "edf_count": 0,
        "synth.distinct_cells": 31,
        "async_reset_ff_share_pct": 100,
        "common_cells": "31 x dfrtp_1, 14 x mux2_2, 10 x a21oi_1",
        "synth-seq-cells": 31,
        "synthXorXnorAreaFrac_pct": 0,
        "ys_sh_adder_pct": 4.20,
        "synthAoiAreaFrac_pct": 15.4,
        "ys_cells": 124,
        "ys_sh_simple_pct": 10.8,
        "yosys.stat.chipArea_um2": 1490,
        "top_cell": "dfrtp_1",
    },
    "clock_tree": {
        "ctsResizeCount": 0,
        "cts_setup_buffers": 0,
        "cts_buffer_depth": 2,
        "cts_tree": "built",
        "cts.sinks": 31,
        "clk_latency_ps": 280,
        "htree_levels": 2,
        "clk_pin_slew_worst_paths_ps": 70,
        "cts_inserted_buffers": 5,
        "cts_root_buffer": "clkbuf_8",
        "ctsHoldBuffers": 0,
    },
    "placed_design": {
        "place_area_um2": 2280,
        "place_congestion": 0.746,
        "port_buffers": 67,
        "place.detailed.hpwl_um": 3400,
    },
    "cells_and_area": {
        "finalInstanceArea_um2": 2400,
        "final_core_util_pct": 25.8,
        "combGateArea_um2": 648,
        "area_growth_pct": 61.2,
        "nFillCells": 988,
        "drive_gt1_share_pct": 15.0,
        "seq_area_um2": 776,
    },
    "worst_setup_path": {
        "startpoint_type": "input port",
        "critPathMaxStageDelay_ps": 970,
        "critPathKind": "input port to flop",
        "crit_path_end": "stage[1]",
        "crit_arrival_ps": 2500,
        "required_ps": 3770,
        "slowest_stage": "clkdlybuf4s50_1",
        "crit_fanout": 21,
        "rr_worst_depth": 4,
        "rr_endpoint": "pwdata[6]",
        "cp-startpoint": "read_req",
        "reg2reg_slack_ps": 1360,
        "worstReg2RegStart": "stage[1]",
        "path_cells": "clkdlybuf4s50_1 -> nor2_1 -> a311oi_2 -> mux2_4",
        "crit_path_end_kind": "flop",
    },
    "run_status": {
        "status": "complete, no violations",
    },
    "power": {
        "irDropWorstVdd_mv": 0.229,
        "powerDensity_nw_per_um2": 759,
        "leakage_uw": 0.000969,
    },
    "hold_path": {
        "hp-class": "flop to flop",
    },
    "flow_run": {
        "maxCapViolCount": 0,
        "log.warning_count": 29,
    },
}
[per-layer routing]
layer	track usage (%)	wire length [um]	share of wire (%)
met1	8.35	1980	45
met2	9.72	1960	44
met3	3.11	431	9.7
met4	0.618	48	1.1
met5	0	0	0
[cells by family after synthesis]
group	Yosys count
flip-flops	31
buffers and inverters	12
multiplexers	17
AND/OR/NAND/NOR	22
AND-OR/OR-AND	37
adder cells (fa/ha/maj)	5
[through the flow]
stage	setup slack, ps	instances	total power (uW)
6_report	1270	322	1820
3_3_place_gp	1010	314	1480
3_5_place_dp	974	314	1490
5_1_grt	1150	322	1980
4_1_cts	1290	322	1870
2_1_floorplan	1970	124	1000
[worst max-delay path, delay by kind of cell]
| kind | cells | cell delay (ps) |
|---|---|---|
| compound gates | 1 | 330 |
| buf+inv | 1 | 970 |
| mux | 1 | 320 |
| simple gates | 1 | 160 |
[sequential cells by signal, summed over array words and instances, names as in the netlist]
register	count
paddr	8
pwdata	8
read_data	8
stage	2
penable	1
psel	1
pwrite	1
read_ack	1
write_ack	1
[power breakdown]
part / internal, uW / leakage, uW / switching [uW]
combinational: 549 / 0.000537 / 281
clock: 224 / 0.0000612 / 132
sequential: 525 / 0.000372 / 110
[worst min-delay path by stage]
stage / slack (ps) / start / cells past startpoint / end
finish: 490 / pwdata[7] / 1 / pwdata[7]
global route: 520 / pwdata[7] / 1 / pwdata[7]
CTS: 500 / pwdata[6] / 1 / pwdata[6]
[cells in the final DEF (no fill, tap or decap)]
master / count
bufinv_16: 1
a21o_1: 1
buf_4: 1
o21ai_1: 1
a41oi_1: 1
o22ai_1: 9
a211oi_1: 1
o21ai_0: 9
a311oi_2: 1
dfrtp_1: 31
a31oi_1: 1
a22o_1: 1
clkbuf_8: 6
nand2_2: 1
a21oi_1: 10
nor2_1: 3
nor4_2: 1
o2bb2ai_1: 1
nand2b_1: 2
nand2_1: 3
mux2_4: 1
nand3b_1: 8
clkinv_2: 1
nor3b_2: 1
ha_1: 5
clkdlybuf4s50_1: 67
mux2_2: 14
inv_1: 5
nand4b_4: 1
nand3_1: 1
mux2_1: 2
o211a_1: 1
nor2b_1: 1
[final cells by class]
| class | instances | area share [%] |
|---|---|---|
| flip-flops and latches | 31 | 32.3 |
| repair buffers | 68 | 28.3 |
| multi-input cells | 81 | 27.0 |
| well taps | 129 | 6.73 |
| clock buffers | 6 | 3.44 |
| clock inverters | 2 | 1.46 |
| inverters | 5 | 0.782 |
No activity file was given, so power comes from the tool's default toggle rates.
